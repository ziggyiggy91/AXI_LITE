## /design/flow/config.mk

```make
export PLATFORM = sky130hd
export DESIGN_NAME = S_AXI_LITE
export DESIGN_NICKNAME = S_AXI_LITE
export VERILOG_FILES = /design/flow/design.v
export SDC_FILE = /design/flow/constraint.sdc
export NUM_CORES = 4
export LEC_CHECK = 1
export CORE_UTILIZATION = 40
```

## /design/flow/constraint.sdc

```tcl
current_design S_AXI_LITE

set clk_period 5.2
set clk_io_pct 0.2

create_clock -name clk0 -period $clk_period [get_ports {S_AXI_ACLK}]

set non_clock_inputs [all_inputs -no_clocks]
set_input_delay [expr $clk_period * $clk_io_pct] -clock clk0 $non_clock_inputs
set_output_delay [expr $clk_period * $clk_io_pct] -clock clk0 [all_outputs]
```

## /design/flow/design.v

```verilog
module S_AXI_LITE#(
		parameter integer S_AXI_LITE_SIZE = 5,
		parameter integer S_AXI_DATA_SIZE = 32 
		)(
		input S_AXI_ACLK,
		input S_AXI_ARESETN,
        input  [ 31 : 0] S_AXI_LITE_ARADDR,
        output S_AXI_LITE_ARREADY,
        input  S_AXI_LITE_ARVALID,
        output S_AXI_LITE_RVALID,
        input  S_AXI_LITE_RREADY,
        output [S_AXI_DATA_SIZE - 1: 0] S_AXI_LITE_RDATA,
        input  [ 31 : 0] S_AXI_LITE_AWADDR,
        output S_AXI_LITE_AWREADY,
        input  S_AXI_LITE_AWVALID,
        input  S_AXI_LITE_WVALID,
        output S_AXI_LITE_WREADY,
        input  [S_AXI_DATA_SIZE - 1: 0] S_AXI_LITE_WDATA,
        output S_AXI_LITE_BVALID,
        input S_AXI_LITE_BREADY
		);
		reg [S_AXI_DATA_SIZE - 1: 0] axi_reg0;
		reg [S_AXI_DATA_SIZE - 1: 0] axi_reg1;
		reg [S_AXI_DATA_SIZE - 1: 0] axi_reg2;
		reg [S_AXI_DATA_SIZE - 1: 0] axi_reg3;
		reg [S_AXI_DATA_SIZE - 1: 0] axi_reg4;
		reg [S_AXI_DATA_SIZE - 1: 0] axi_reg5;
        reg [ 31 : 0] axi_araddr ;
        reg [ 31 : 0] axi_awaddr ;
        reg [S_AXI_DATA_SIZE - 1: 0] axi_wdata;
        reg [S_AXI_DATA_SIZE - 1: 0] axi_rdata;
        reg awready;
        reg wready;
        reg awlatch;
        reg bvalid;
        reg axi_wen;
        reg axi_wack;
        reg arready;
        reg rvalid;
        reg axi_rvalid;
        assign S_AXI_LITE_AWREADY = awready;
        assign S_AXI_LITE_WREADY  = wready;
        assign S_AXI_LITE_BVALID = bvalid;
        assign S_AXI_LITE_ARREADY = arready;
        assign S_AXI_LITE_RVALID = axi_rvalid;
        assign S_AXI_LITE_RDATA = axi_rdata;
        always@(posedge S_AXI_ACLK)
          if(S_AXI_ARESETN == 'b0)
            bvalid <= 0;
          else if(S_AXI_LITE_BREADY && ~bvalid)
            bvalid <= 'b1;
          else
            bvalid <= 'b0;
        always@(posedge S_AXI_ACLK)
          if(S_AXI_ARESETN == 'b0)
            awready <= 'b0;
          else if(S_AXI_LITE_AWVALID && S_AXI_LITE_WVALID && ~awready)
            awready <= 'b1;
          else if(wready)
            awready <= 'b0;
          else
            awready <= awready;
        always@(posedge S_AXI_ACLK)
            if(S_AXI_ARESETN == 'b0)
                axi_awaddr <= 0;
            else if (awready)
                axi_awaddr <= S_AXI_LITE_AWADDR;
            else
                axi_awaddr <= axi_awaddr;
        always@(posedge S_AXI_ACLK)
          if(S_AXI_ARESETN == 'b0)
            wready <= 0;
          else if(S_AXI_LITE_WVALID && ~wready && awready)
            wready <= 'b1;
          else
            wready <= 'b0;
        always@(posedge S_AXI_ACLK)
          if(S_AXI_ARESETN == 'b0) begin
            axi_wdata <= 0;
            axi_wen <= 0;
          end else if(awready && wready) begin
            axi_wdata <= S_AXI_LITE_WDATA;
            axi_wen <= 'b1;
          end else if(axi_wen)
            axi_wen <= 'b0;
          else begin
            axi_wdata <= axi_wdata;
            axi_wen <= axi_wen;
          end
        always@(posedge S_AXI_ACLK)
          if(S_AXI_ARESETN == 'b0)begin
		    axi_reg0 <= 0;
		    axi_reg1 <= 0;
		    axi_reg2 <= 0;
		    axi_reg3 <= 0;
		    axi_reg4 <= 0;
		    axi_reg5 <= 0;
		  end else if (axi_awaddr[ S_AXI_LITE_SIZE - 1 :0] == 5'd0)begin
            if(axi_wen) begin
             axi_reg0<= axi_wdata;
             axi_wack <= 'b1;
            end else begin
             axi_reg0<= axi_reg0;
             axi_wack <= 'b0;
            end
		  end else if (axi_awaddr[ S_AXI_LITE_SIZE - 1 :0] == 5'd4)begin
            if(axi_wen) begin
             axi_reg1<= axi_wdata;
             axi_wack <= 'b1;
            end else begin
             axi_reg1<= axi_reg1;
             axi_wack <= 'b0;
            end
		  end else if (axi_awaddr[ S_AXI_LITE_SIZE - 1 :0] == 5'd8)begin
            if(axi_wen) begin
             axi_reg2<= axi_wdata;
             axi_wack <= 'b1;
            end else begin
             axi_reg2<= axi_reg2;
             axi_wack <= 'b0;
            end
		  end else if (axi_awaddr[ S_AXI_LITE_SIZE - 1 :0] == 5'd12)begin
            if(axi_wen) begin
             axi_reg3<= axi_wdata;
             axi_wack <= 'b1;
            end else begin
             axi_reg3<= axi_reg3;
             axi_wack <= 'b0;
            end
		  end else if (axi_awaddr[ S_AXI_LITE_SIZE - 1 :0] == 5'd16)begin
            if(axi_wen) begin
             axi_reg4<= axi_wdata;
             axi_wack <= 'b1;
            end else begin
             axi_reg4<= axi_reg4;
             axi_wack <= 'b0;
            end
		  end else if (axi_awaddr[ S_AXI_LITE_SIZE - 1 :0] == 5'd20)begin
            if(axi_wen) begin
             axi_reg5<= axi_wdata;
             axi_wack <= 'b1;
            end else begin
             axi_reg5<= axi_reg5;
             axi_wack <= 'b0;
            end
		  end
        always@(posedge  S_AXI_ACLK)
          if(S_AXI_ARESETN == 'b0)
            arready <= 'b0;
          else if(S_AXI_LITE_ARVALID && ~arready)
            arready <= 'b1;
          else
            arready <= 'b0;
        always@(posedge S_AXI_ACLK)
          if(S_AXI_ARESETN == 'b0)
            axi_araddr <= 0;
          else if(arready)
            axi_araddr <= S_AXI_LITE_ARADDR;
          else
            axi_araddr <= axi_araddr;
        always@(posedge  S_AXI_ACLK)
          if(S_AXI_ARESETN == 'b0)
            rvalid <= 'b0;
          else if(arready && S_AXI_LITE_RREADY && ~rvalid)
            rvalid <= 'b1;
          else
            rvalid <= 'b0;
        always@(posedge S_AXI_ACLK)
          if(S_AXI_ARESETN == 'b0)begin
            axi_rvalid <= 'b0;
            axi_rdata <= 'b0;
		  end else if(axi_araddr[ S_AXI_LITE_SIZE - 1 :0] == 5'd0)begin
            if(rvalid)begin
              axi_rdata <= axi_reg0;
              axi_rvalid <= 'b1;
            end else begin
              axi_rvalid <= 'b0;
              axi_rdata <= axi_rdata;
            end
		  end else if(axi_araddr[ S_AXI_LITE_SIZE - 1 :0] == 5'd4)begin
            if(rvalid)begin
              axi_rdata <= axi_reg1;
              axi_rvalid <= 'b1;
            end else begin
              axi_rvalid <= 'b0;
              axi_rdata <= axi_rdata;
            end
		  end else if(axi_araddr[ S_AXI_LITE_SIZE - 1 :0] == 5'd8)begin
            if(rvalid)begin
              axi_rdata <= axi_reg2;
              axi_rvalid <= 'b1;
            end else begin
              axi_rvalid <= 'b0;
              axi_rdata <= axi_rdata;
            end
		  end else if(axi_araddr[ S_AXI_LITE_SIZE - 1 :0] == 5'd12)begin
            if(rvalid)begin
              axi_rdata <= axi_reg3;
              axi_rvalid <= 'b1;
            end else begin
              axi_rvalid <= 'b0;
              axi_rdata <= axi_rdata;
            end
		  end else if(axi_araddr[ S_AXI_LITE_SIZE - 1 :0] == 5'd16)begin
            if(rvalid)begin
              axi_rdata <= axi_reg4;
              axi_rvalid <= 'b1;
            end else begin
              axi_rvalid <= 'b0;
              axi_rdata <= axi_rdata;
            end
		  end else if(axi_araddr[ S_AXI_LITE_SIZE - 1 :0] == 5'd20)begin
            if(rvalid)begin
              axi_rdata <= axi_reg5;
              axi_rvalid <= 'b1;
            end else begin
              axi_rvalid <= 'b0;
              axi_rdata <= axi_rdata;
            end
			end else begin
              axi_rvalid <= 'b0;
              axi_rdata <= axi_rdata;
            end
endmodule
```

## /design/flow/run.sh

```bash
#!/bin/bash
# OpenROAD 26Q1-2900-gdf79404cd8, Yosys 0.63+post, stock flow scripts
make -C /OpenROAD-flow-scripts/flow DESIGN_CONFIG=/design/flow/config.mk WORK_HOME=/design/flow/orfs finish
```

==> CHANGELOG.md <==
### Implementation results

* Worst ir drop on vdd at 0.000191 V
* Cell count after synthesis at 1391
* Final global-route overflow total at 0
* Antenna viol nets, final at 0
* CTS H-tree lvls at 1
* DRC violation count after routing at 0
* Total Wirelength at 33600 um
* Area of the core at 27200 um^2
* Buffer count from post-CTS setup fixing at 0
* Clock latency at the later pin of the worst-skew pair at 530 ps
* Yosys stat area at 11200 um^2
* Reported leakage power at 0.00435 uW
* P per Cell Area at 329 nW/um^2
* Clock skew at 7.22 ps
* Final antenna diode count at 0
* Largest cells by area after synthesis: dfxtp_1 49%, nand2_1 13%, a21oi_1 10%
* Unrepaired setup endpoints after global routing: no
* Port-buffer cells at 85
* Vias per cell at 5.50
* CP Class: reg2out
* Estimated wirelength of the detail-placed design at 17600 um
* Post-synth top flop: dfxtp_1
* Required time of the critical path at 4160 ps
* Family of cells with the greatest summed delay on the critical path: flip-flops
* Overall power at 4300 uW
* Count of vias placed by the detailed router at 9880
* CP bufs+invs at 1
* Final worst-path cycle share at 52.2%
* Total stage count of the critical path at 1
* Reported max-cap violation count at 0
* Number of library cell types mapped by synthesis at 49
* Leading area contributor after synthesis: dfxtp_1
* Global-route wire length before repair at 52400 um
* Resize count post-CTS at 0
* Longest individual stage delay on the worst path at 590 ps
* Total setup violations reported at the end of the flow at 0
* Post-route standard cell area excluding fillers at 13100 um^2
* Post-synthesis to final-layout area growth at 16.9%
* Seq. cell area at 5470 um^2
* TritonRoute pass-1 iters at 5
* Clock buffer depth at 3
* Warning total across the stage logs at 81
* Worst hold slack after final layout at 421 ps
* Register bit count reported by yosys at 273
* Total I/O pin count at 140
* Count of flip-flops with a built-in enable after synthesis at 0
* CP max stage cell: dfxtp_1
* Actual slew at the worst max-slew pin at 905 ps
* Cells on Worst Hold Path at 1
* Number of global-route vias before repair at 9091
* Startpoint Class: flip-flop
* Critical path endpoint category: primary output
* Pin count of the biggest net entering global routing at 169
* Number of antenna violations at the first check in global routing at 0
* WL/cell at 18.7 um
* Count of instantiated cells in the yosys netlist at 1391
* Die Y at 169 um
* Number of CTS-inserted buffers at 29
* Fin. max-slew vios at 0
* TritonCTS clock tree: done
* Outcome: complete, no violations
* Number of failing hold endpoints at the final stage at 0
* Starting DRT DRC Count at 614
* Count of hold-fix buffers inserted at cts at 0
* Max FO, Critical Path at 10
* Max frequency at 369 MHz
* Cell Chain, Critical Path: clkdlybuf4s50_1
* Ratio of cells with drive above 1 in the final layout at 5.61%
* Mean instance size in the synthesized netlist at 8.05 um^2
* FP Util at 41.2%
* CTS root buffer: clkbuf_16
* Die x size at 169 um
* Routability congestion estimate at 0.794
* Sink count of the clock tree at 273
* Worst hold path class: reg2reg
* Synth top area share at 48.8%
* Sequential fraction of the synthesis area at 48.8%
* Count of warnings emitted by yosys at 1
* Clock edge transition at the registers on the reported setup and hold paths at 60 ps
* Placement Rows at 60
* Cell Area, Synth at 11200 um^2
* GRT Util Overall at 24.4%
* Area used by multi-input combinational logic at 5180 um^2
* Headroom to the max-slew limit at 39.7%
* Chip area at 28700 um^2
* Final-layout setup total negative slack at 0 ps
* Filler cell count at 2663
* Total cell area at the placement stage at 12200 um^2
* Minimum clock period at 2710 ps
* Number of cells on the worst reg-to-reg path at 7
* Worst path arrival time at 1670 ps
* Async set-or-reset flop fraction in the synthesized netlist at 0%
==> area by class of cell <==
| class | count | area share (%) |
|---|---|---|
| inverters | 3 | 0.124 |
| clock inverters | 5 | 0.191 |
| clock buffers | 46 | 6.57 |
| well taps | 372 | 3.56 |
| flip-flops and latches | 273 | 41.8 |
| repair buffers | 113 | 8.20 |
| multi-input cells | 985 | 39.6 |
==> cell usage in the layout (no fill, tap or decap), types with 3 or more instances in the layout <==
cell and n:
a211oi_1 31, a21boi_0 17, a21boi_1 5, a21oi_1 225
a22o_1 32, and3_1 26, and4b_1 3, buf_4 27
clkbuf_1 10, clkbuf_16 29, clkbuf_8 7, clkdlybuf4s50_1 85
clkinv_2 5, dfxtp_1 271, mux2i_1 42, nand2_1 389
nand3_1 35, nor2_1 45, nor2b_1 3, o211ai_1 10
o21ai_0 50, o21ai_1 4, o221ai_1 9, o22a_1 9
o32ai_1 21
==> report_power, final <==
part           total, uW  internal (uW)  switching (uW)
logic                229           90.2             139
clock network       1940           1120             820
registers           2130           2110            26.9
==> metal layers <==
metal | global-route usage [%] | routed length, um | vias to the layer above
met1 | 36.3 | 15000 | 4677
li1 | - | - | 4837
met5 | 0 | 0 | -
met2 | 38.8 | 15700 | 309
met4 | 5.13 | 800 | 0
met3 | 3.70 | 2120 | 57
==> sequential cells by signal, summed over array words and instances (netlist names), 32 cells and up <==
signal / cells
axi_reg2: 32
axi_reg3: 32
axi_reg1: 32
axi_reg0: 32
axi_reg5: 32
axi_wdata: 32
axi_rdata: 32
axi_reg4: 32
==> synth_stat cells, drive strengths merged, types with 2 or more instances <==
library cell and n:
or3 2, o32ai 21, dfxtp 273, mux2i 42, nand3 35, and3 26, a21oi 226, nor3b 3
nor2b 3, nand2 389, a211oi 31, a22o 32, nor2 47, a21boi 22, nor3 3, o21ai 54
buf 48, o211ai 10, inv 3, o22a 9, o221ai 9, and4b 3, clkbuf 82, and2 2
nand4bb 2
==> stage by stage <==
step / std cells / setup WS, ps / util [%]
floorplan: 1391 / 3030 / -
global placement: 1746 / 2130 / 44.9
detailed placement: 1746 / 2100 / 44.9
CTS: 1797 / 2440 / 48.2
global route: 1797 / 2390 / 48.2
finish: 1797 / 2490 / 48.2
==> worst paths after layout <==
check	from	endpoint	slack, ps
setup / recovery	awready	S_AXI_LITE_AWREADY	2490
hold / removal	bvalid	bvalid	420
setup reg to reg	axi_araddr[4]	axi_rdata[6]	2600
hold reg to reg	bvalid	bvalid	420
==> logic make-up after synthesis <==
kind of cell / count (synthesis) / share of synthesized area, %
buf+inv: 133 / 5.02
mux: 43 / 3.86
compound gates: 419 / 22.7
flops: 273 / 48.8
simple gates: 523 / 19.6
Power and IR drop assume default switching activity.
